$ cat design.v
module f05_s (output s,
              input a, b, chave1, chave2, chave3);
wire s_g1, s_g2, s_g3, s_g4;
wire s_n,  s_a, s_o, s_xo;
wire s_g1_2, s_g3_4;
wire s_q1, s_q2;
wire s_not1, s_not2;
wire s_and, s_nand;
wire s_or, s_nor;
wire s_xor, s_xnor;
wire s_1, s_2, s_3, s_4, s_5, s_6, s_, s_8;
   not   NOT1   ( not_chave1,   chave1);
   not   NOT2   ( not_chave2,   chave2);
   not   NOT3   ( not_chave3,   chave3);
   not   NOT4   (        s_1,        a);
   and   AND1   (     s_not1,      s_1,  not_chave1);  
   not   NOT5   (        s_2,        b);
   and   AND2   (     s_not2,      s_2,      chave1);  
   or    OR1    (       s_g1,   s_not1,      s_not2);
   and   AND3   (        s_3,        a,           b);
   and   AND4   (      s_and,      s_3,  not_chave1);  
   nand  NAND1  (        s_4,        a,           b);
   and   AND5   (     s_nand,      s_4,      chave1);  
   or    OR2    (       s_g2,    s_and,      s_nand);
   or    NOR1   (        s_5,        a,           b);
   and   AND6   (       s_or,      s_5,  not_chave1);  
   nor   OR3    (        s_6,        a,           b);
   and   AND7   (      s_nor,      s_6,      chave1);  
   or    OR4    (       s_g3,    s_nor,        s_or);
   xor   XOR1   (        s_7,        a,           b);
   and   AND8   (      s_xor,      s_7,  not_chave1);  
   xnor  XNOR1  (        s_8,        a,           b);
   and   AND9   (     s_xnor,      s_8,      chave1);  
   or    OR5    (       s_g4,    s_xor,      s_xnor);
   and   AND10  (        s_n,     s_g1,  not_chave2);
   and   AND11  (        s_a,     s_g2,      chave2);
   or    OR6    (     s_g1_2,      s_n,         s_a);
   and   AND12  (       s_q1,   s_g1_2,  not_chave3);
   and   AND13  (        s_o,     s_g3,  not_chave2);
   and   AND14  (       s_xo,     s_g4,      chave2);
   or    OR7    (     s_g3_4,      s_o,        s_xo);
   and   AND15  (       s_q2,   s_g3_4,      chave3);
   or    OR8    (          s,     s_q1,        s_q2);
endmodule
module Guia_0705; 
reg a, b, chave1, chave2, chave3;
wire w_lu;
f05_s    f05 (w_lu, a, b, chave1, chave2, chave3);
 initial
  begin
   a      = 1'b0;
   b      = 1'b0;
   chave1 = 1'b0;
   chave2 = 1'b0;
   chave3 = 1'b0;
  end
initial 
begin : main 
$display ( "Guia_0705" );
$display ( "" );
$display ( "______________________________________________________" );
$display ( "| a | b || chave 1 | chave 2 | chave 3 || resultado ||" );
$display ( "|---|---||---------|---------|---------||-----------||" );
$monitor ( "| %b | %b ||       %b |       %b |       %b ||         %b ||",
               a,   b,     chave1,     chave2,   chave3,        w_lu );
#1;  b = 1'b1;
#1;  b = 1'b0; a = 1'b1;
#1;  b = 1'b1;
#1;
$display ( "|---|---||---------|---------|---------||-----------||" );
#1;  b = 1'b0; a = 1'b0; chave1 = 1'b1;
#1;  b = 1'b1;
#1;  b = 1'b0; a = 1'b1;
#1;  b = 1'b1;
#1;
$display ( "|---|---||---------|---------|---------||-----------||" );
#1;  b = 1'b0; a = 1'b0; chave1 = 1'b0; chave2 = 1'b1;
#1;  b = 1'b1;
#1;  b = 1'b0; a = 1'b1;
#1;  b = 1'b1;
#1;
$display ( "|---|---||---------|---------|---------||-----------||" );
#1;  b = 1'b0; a = 1'b0; chave1 = 1'b1;
#1;  b = 1'b1;
#1;  b = 1'b0; a = 1'b1;
#1;  b = 1'b1;
#1;
$display ( "|---|---||---------|---------|---------||-----------||" );
#1;  b = 1'b0; a = 1'b0; chave1 = 1'b0; chave2 = 1'b0; chave3 = 1'b1;
#1;  b = 1'b1;
#1;  b = 1'b0; a = 1'b1;
#1;  b = 1'b1;
#1;
$display ( "|---|---||---------|---------|---------||-----------||" );
#1;  b = 1'b0; a = 1'b0; chave1 = 1'b1;
#1;  b = 1'b1;
#1;  b = 1'b0; a = 1'b1;
#1;  b = 1'b1;
#1;
$display ( "|---|---||---------|---------|---------||-----------||" );
#1;  b = 1'b0; a = 1'b0; chave1 = 1'b0; chave2 = 1'b1;
#1;  b = 1'b1;
#1;  b = 1'b0; a = 1'b1;
#1;  b = 1'b1;
#1;
$display ( "|---|---||---------|---------|---------||-----------||" );
#1;  b = 1'b0; a = 1'b0; chave1 = 1'b1;
#1;  b = 1'b1;
#1;  b = 1'b0; a = 1'b1;
#1;  b = 1'b1;
#1;
end  
endmodule  
$ cat run.sh
#!/bin/bash
# OpenROAD 26Q1-2900-gdf79404cd8, Yosys 0.63+post, stock flow scripts
make -C /OpenROAD-flow-scripts/flow DESIGN_CONFIG=/design/flow/config.mk WORK_HOME=/design/flow/orfs finish
$ cat config.mk
export PLATFORM = sky130hd
export DESIGN_NAME = f05_s
export DESIGN_NICKNAME = f05_s
export VERILOG_FILES = /design/flow/design.v
export SDC_FILE = /design/flow/constraint.sdc
export NUM_CORES = 4
export LEC_CHECK = 1
export CORE_AREA = 10 10 70 70
export DIE_AREA = 0 0 80 80
$ cat constraint.sdc
current_design f05_s

set clk_period 1.5
set clk_io_pct 0.2

create_clock -name clk0 -period $clk_period

set non_clock_inputs [all_inputs -no_clocks]
set_input_delay [expr $clk_period * $clk_io_pct] -clock clk0 $non_clock_inputs
set_output_delay [expr $clk_period * $clk_io_pct] -clock clk0 [all_outputs]
==> results.txt <==
Notes on the flow run.

- The global routing's busiest layer is met1, for reference.
- The main area contributors are sky130_fd_sc_hd__ha_1, sky130_fd_sc_hd__nor2b_1, sky130_fd_sc_hd__mux2i_1, sky130_fd_sc_hd__a32oi_1, sky130_fd_sc_hd__nor4b_1.
- The finished layout holds 72 standard cells, fillers aside.
- Ranking logic cells in the layout by count gives the top entries sky130_fd_sc_hd__buf_6, sky130_fd_sc_hd__nor2b_1, sky130_fd_sc_hd__dlygate4sd2_1, sky130_fd_sc_hd__buf_4, sky130_fd_sc_hd__inv_1.
- The main kind of combinational logic by area is simple AND/OR/NAND/NOR gates, for reference.
- The portion of synthesized cell area occupied by the leading cell type is between 20% and 30%, for reference.
- Per the OpenROAD power report, leakage power amounts to ~0.11 nW.
- The number of different library cells used by synthesis comes to 11.
- The flow ran to the end, but the final reports show violations.
- The number of placed I/O pins is 6, for reference.
- The yosys warning tally is 4, for reference.
- The final setup violation count is 1, for reference.
- The chip area line in the Yosys stat output reads 111 sq um.
- Of all nets on the critical path, the largest fanout is 2.
- The total instance count after detailed placement is approximately 70, for reference.
- The total detailed-routing wirelength is 345 um, for reference.
- The layout report lists the multi-input gate area as 116 sq um.
- The core box area is 3420 sq um, for reference.
- The maximum number of pins on one net before global-route repair is 6, for reference.
- Per the run report, area growth between synthesis and finish was 152%.
- The tally of nets with antenna violations remaining after routing is 0, for reference.
- The data required time at the worst endpoint is around 1200 ps, for reference.
- According to the timing report, the arrival time at the worst endpoint equals roughly 1300 ps.
- The height of the die is 80 um, for reference.
- The routed design shows a via density per instance of roughly 1.9.
- The routing usage on met3 is less than 1%, for reference.
- The setup slack of the critical path after layout is -53.8 ps, for reference.
- The layout summary lists the proportion of cells stronger than drive strength 1 as between 30% and 40%.
- After Yosys synthesis, full adders, half adders and majority gates account for around 22% of the synthesized area.
- The number of OpenROAD warnings is 35, for reference.
- The die width is approximately 80 um, for reference.
- The count of antenna diodes in the layout is 0, for reference.
- The first global-routing pass estimated 538 um of wire.
- The clock period minus worst slack is roughly 1600 ps, for reference.
- The number of vias after detailed routing is 139, for reference.
- The floorplan has 21 rows.
- For this design the ratio of total power to cell area is around 180 nW/um^2.
- Static timing analysis puts the maximum clock frequency at between 600 and 700 MHz.
- Summing the areas of all and, or, nand and nor instances in the mapped netlist gives a little under half of the synthesized area.
- Summing every instance area after synthesis gives 111 sq um.
- The synthesized area divided by synthesized cell count is ~7.4 sq um, for reference.
- The worst setup path is captured at an output port.
- The largest area contributor in the netlist is sky130_fd_sc_hd__ha_1, for reference.
- The final hold violation count recorded for this run is 0.
- Setup repair after global routing could not meet its margin everywhere.
- The met2 routing resource usage after global routing is about 1.4%, for reference.
- The number of detailed-route iterations in the first pass is 2, for reference.
- TritonRoute reported its final design rule violation total as 0.
- The per-cell routed wire length is ~4.8 um, for reference.
- The met1 routing resource usage after global routing is roughly 1.4%, for reference.
- The worst pin sits at a relative slew slack of ~86%.
- At the end of the flow the core is filled with cells to 8.21%.
- For reference, the final report shows the max-slew violation count at 0.
- The number of global-route vias before repair is 111.
- The sequential cells in the finished layout cover a total of 0 sq um.
- The most common cell after layout, fill and taps aside is sky130_fd_sc_hd__buf_6, for reference.
- The floorplan step defined a die boundary enclosing between 6000 and 7000 sq um.
- Per the run summary, max-cap violations total 0.
- After filler insertion, the fill cell instance count of the layout stands at approximately 410.
- In the finished design, the share of the clock period the worst path needs comes to 104%.
- For this design, Yosys synthesis ends with a cell count of 15.
- The global route stage reports its total congestion overflow as 0.
- The worst ir drop on vdd is 0.0156 mV, for reference.
- The proportion of synthesized area in mux cells is between 8 and 9%, for reference.
- The core utilization at floorplan is 3.26%, for reference.
- OpenSTA, run right after detailed placement, puts the worst setup slack at -801 ps.
- The transition time recorded at the tightest slew-check pin is between 200 and 250 ps.
- In the final layout, the clock buffer count is 0.
- Hold is met by roughly 1100 ps.
- In the setup report, the worst path falls into the class in2out.
- The placement summary gives the final routability congestion estimate as ~0.75.
- The worst setup path is launched from a primary input.
- The class of the tightest hold or removal check is in2out, for reference.
- According to the cell report, flip-flops and latches in the layout number 0.
- The number of violations reported at the end of detailed-routing iteration 0 is 2, for reference.
- The initial antenna violation count was 0.
- The final reports fail on setup timing.
- The final power report lists total power as roughly 52 uW.
- The post-synthesis xor/xnor area fraction is 0%, for reference.
- Synthesis handed over a netlist of 15 instances.
- The share of the Yosys chip area taken by registers is 0%.
- Total global-route track usage over all layers is less than 1%.
- The compound-gate portion of the synthesized area is around 15%, for reference.
- In this run the tool buffered the top-level ports with 6 buffer cells.
[Yosys cell counts (all sizes together)]
cell type  n
nand3b     1
nor2       1
a32oi      1
inv        2
o211ai     1
nor2b      3
or2b       1
ha         2
nor4b      1
nand2b     1
mux2i      1
[critical path, cell delays in order]
cell	delay, ps
sky130_fd_sc_hd__buf_6	90
sky130_fd_sc_hd__buf_6	110
sky130_fd_sc_hd__ha_4	150
sky130_fd_sc_hd__or2b_1	210
sky130_fd_sc_hd__a32oi_1	190
sky130_fd_sc_hd__nand3b_1	90
sky130_fd_sc_hd__buf_2	120
[path summary, 6_finish.rpt]
check / start / end / depth (start not counted)
setup / recovery: b / s / 7
hold / removal: chave3 / s / 4
[report_power, final]
part | switching, mW | leakage, nW | internal, mW
Clock | 0 | 0 | 0
Sequential | 0 | 0 | 0
Combinational | 0.0188 | 0.112 | 0.0330
[cell families after synthesis]
logic type	count (synthesis)
AOI/OAI and AO/OA	2
muxes	1
adders and majority gates	2
and+or+nand+nor	8
buffers and inverters	2
[stage by stage]
step                TNS, ps  cell area, sq um
finish                -53.8               280
global route           -104               280
CTS                   -64.6               273
detailed placement     -801               251
global placement       -793               251
floorplan                 0               111
[repair_timing]
item	in CTS	in global routing
buffers inserted	1	1
hold buffers	0	0
cloned	0	0
pin swaps	3	3
resized	20	0
endpoints found under the setup margin	1	1
[layer usage]
layer / vias to the layer above / part of all wire [%]
li1: 75 / -
met1: 59 / 52
met2: 5 / 35
met3: 0 / 12
met4: 0 / 0
met5: - / 0
[layout make-up]
cell class | count | share of cell area [%]
multi-input combinational | 13 | 41.5
timing repair buffer | 11 | 35.3
tap | 46 | 20.5
inverter | 2 | 2.68
Power and IR drop assume default switching activity.
